## ./run.sh

```bash
#!/bin/bash
# OpenROAD 26Q1-2900-gdf79404cd8, Yosys 0.63+post, stock flow scripts
make -C /OpenROAD-flow-scripts/flow DESIGN_CONFIG=/design/flow/config.mk WORK_HOME=/design/flow/orfs finish
```

## ./config.mk

```make
export PLATFORM = sky130hd
export DESIGN_NAME = Register_file
export DESIGN_NICKNAME = Register_file
export VERILOG_FILES = /design/flow/design.v
export SDC_FILE = /design/flow/constraint.sdc
export NUM_CORES = 4
export LEC_CHECK = 1
export CORE_UTILIZATION = 50
```

## ./constraint.sdc

```tcl
current_design Register_file

set clk_period 15.1
set clk_io_pct 0.2

create_clock -name clk0 -period $clk_period [get_ports {clk}]

set non_clock_inputs [all_inputs -no_clocks]
set_input_delay [expr $clk_period * $clk_io_pct] -clock clk0 $non_clock_inputs
set_output_delay [expr $clk_period * $clk_io_pct] -clock clk0 [all_outputs]
```

## ./design.v

```verilog
`timescale 1ns/1ps
module Register_file (
  input               RegWrite,
  input      [4:0]    readReg1,
  input      [4:0]    readReg2,
  input      [4:0]    writeReg,
  input      [63:0]   writeData,
  output     [63:0]   readData1,
  output     [63:0]   readData2,
  input               clk,
  input               reset
);
  reg        [63:0]   _zz_readData1;
  reg        [63:0]   _zz_readData2;
  reg        [63:0]   Regs_0;
  reg        [63:0]   Regs_1;
  reg        [63:0]   Regs_2;
  reg        [63:0]   Regs_3;
  reg        [63:0]   Regs_4;
  reg        [63:0]   Regs_5;
  reg        [63:0]   Regs_6;
  reg        [63:0]   Regs_7;
  reg        [63:0]   Regs_8;
  reg        [63:0]   Regs_9;
  reg        [63:0]   Regs_10;
  reg        [63:0]   Regs_11;
  reg        [63:0]   Regs_12;
  reg        [63:0]   Regs_13;
  reg        [63:0]   Regs_14;
  reg        [63:0]   Regs_15;
  reg        [63:0]   Regs_16;
  reg        [63:0]   Regs_17;
  reg        [63:0]   Regs_18;
  reg        [63:0]   Regs_19;
  reg        [63:0]   Regs_20;
  reg        [63:0]   Regs_21;
  reg        [63:0]   Regs_22;
  reg        [63:0]   Regs_23;
  reg        [63:0]   Regs_24;
  reg        [63:0]   Regs_25;
  reg        [63:0]   Regs_26;
  reg        [63:0]   Regs_27;
  reg        [63:0]   Regs_28;
  reg        [63:0]   Regs_29;
  reg        [63:0]   Regs_30;
  reg        [63:0]   Regs_31;
  wire       [31:0]   _zz_1;
  always @(*) begin
    case(readReg1)
      5'b00000 : _zz_readData1 = Regs_0;
      5'b00001 : _zz_readData1 = Regs_1;
      5'b00010 : _zz_readData1 = Regs_2;
      5'b00011 : _zz_readData1 = Regs_3;
      5'b00100 : _zz_readData1 = Regs_4;
      5'b00101 : _zz_readData1 = Regs_5;
      5'b00110 : _zz_readData1 = Regs_6;
      5'b00111 : _zz_readData1 = Regs_7;
      5'b01000 : _zz_readData1 = Regs_8;
      5'b01001 : _zz_readData1 = Regs_9;
      5'b01010 : _zz_readData1 = Regs_10;
      5'b01011 : _zz_readData1 = Regs_11;
      5'b01100 : _zz_readData1 = Regs_12;
      5'b01101 : _zz_readData1 = Regs_13;
      5'b01110 : _zz_readData1 = Regs_14;
      5'b01111 : _zz_readData1 = Regs_15;
      5'b10000 : _zz_readData1 = Regs_16;
      5'b10001 : _zz_readData1 = Regs_17;
      5'b10010 : _zz_readData1 = Regs_18;
      5'b10011 : _zz_readData1 = Regs_19;
      5'b10100 : _zz_readData1 = Regs_20;
      5'b10101 : _zz_readData1 = Regs_21;
      5'b10110 : _zz_readData1 = Regs_22;
      5'b10111 : _zz_readData1 = Regs_23;
      5'b11000 : _zz_readData1 = Regs_24;
      5'b11001 : _zz_readData1 = Regs_25;
      5'b11010 : _zz_readData1 = Regs_26;
      5'b11011 : _zz_readData1 = Regs_27;
      5'b11100 : _zz_readData1 = Regs_28;
      5'b11101 : _zz_readData1 = Regs_29;
      5'b11110 : _zz_readData1 = Regs_30;
      default : _zz_readData1 = Regs_31;
    endcase
  end
  always @(*) begin
    case(readReg2)
      5'b00000 : _zz_readData2 = Regs_0;
      5'b00001 : _zz_readData2 = Regs_1;
      5'b00010 : _zz_readData2 = Regs_2;
      5'b00011 : _zz_readData2 = Regs_3;
      5'b00100 : _zz_readData2 = Regs_4;
      5'b00101 : _zz_readData2 = Regs_5;
      5'b00110 : _zz_readData2 = Regs_6;
      5'b00111 : _zz_readData2 = Regs_7;
      5'b01000 : _zz_readData2 = Regs_8;
      5'b01001 : _zz_readData2 = Regs_9;
      5'b01010 : _zz_readData2 = Regs_10;
      5'b01011 : _zz_readData2 = Regs_11;
      5'b01100 : _zz_readData2 = Regs_12;
      5'b01101 : _zz_readData2 = Regs_13;
      5'b01110 : _zz_readData2 = Regs_14;
      5'b01111 : _zz_readData2 = Regs_15;
      5'b10000 : _zz_readData2 = Regs_16;
      5'b10001 : _zz_readData2 = Regs_17;
      5'b10010 : _zz_readData2 = Regs_18;
      5'b10011 : _zz_readData2 = Regs_19;
      5'b10100 : _zz_readData2 = Regs_20;
      5'b10101 : _zz_readData2 = Regs_21;
      5'b10110 : _zz_readData2 = Regs_22;
      5'b10111 : _zz_readData2 = Regs_23;
      5'b11000 : _zz_readData2 = Regs_24;
      5'b11001 : _zz_readData2 = Regs_25;
      5'b11010 : _zz_readData2 = Regs_26;
      5'b11011 : _zz_readData2 = Regs_27;
      5'b11100 : _zz_readData2 = Regs_28;
      5'b11101 : _zz_readData2 = Regs_29;
      5'b11110 : _zz_readData2 = Regs_30;
      default : _zz_readData2 = Regs_31;
    endcase
  end
  assign readData1 = _zz_readData1;
  assign readData2 = _zz_readData2;
  assign _zz_1 = ({31'd0,1'b1} <<< writeReg);
  always @(posedge clk or posedge reset) begin
    if(reset) begin
      Regs_0 <= 64'h0;
      Regs_1 <= 64'h0;
      Regs_2 <= 64'h0;
      Regs_3 <= 64'h0;
      Regs_4 <= 64'h0;
      Regs_5 <= 64'h0;
      Regs_6 <= 64'h0;
      Regs_7 <= 64'h0;
      Regs_8 <= 64'h0;
      Regs_9 <= 64'h0;
      Regs_10 <= 64'h0;
      Regs_11 <= 64'h0;
      Regs_12 <= 64'h0;
      Regs_13 <= 64'h0;
      Regs_14 <= 64'h0;
      Regs_15 <= 64'h0;
      Regs_16 <= 64'h0;
      Regs_17 <= 64'h0;
      Regs_18 <= 64'h0;
      Regs_19 <= 64'h0;
      Regs_20 <= 64'h0;
      Regs_21 <= 64'h0;
      Regs_22 <= 64'h0;
      Regs_23 <= 64'h0;
      Regs_24 <= 64'h0;
      Regs_25 <= 64'h0;
      Regs_26 <= 64'h0;
      Regs_27 <= 64'h0;
      Regs_28 <= 64'h0;
      Regs_29 <= 64'h0;
      Regs_30 <= 64'h0;
      Regs_31 <= 64'h0;
    end else begin
      if(RegWrite) begin
        if(_zz_1[0]) begin
          Regs_0 <= writeData;
        end
        if(_zz_1[1]) begin
          Regs_1 <= writeData;
        end
        if(_zz_1[2]) begin
          Regs_2 <= writeData;
        end
        if(_zz_1[3]) begin
          Regs_3 <= writeData;
        end
        if(_zz_1[4]) begin
          Regs_4 <= writeData;
        end
        if(_zz_1[5]) begin
          Regs_5 <= writeData;
        end
        if(_zz_1[6]) begin
          Regs_6 <= writeData;
        end
        if(_zz_1[7]) begin
          Regs_7 <= writeData;
        end
        if(_zz_1[8]) begin
          Regs_8 <= writeData;
        end
        if(_zz_1[9]) begin
          Regs_9 <= writeData;
        end
        if(_zz_1[10]) begin
          Regs_10 <= writeData;
        end
        if(_zz_1[11]) begin
          Regs_11 <= writeData;
        end
        if(_zz_1[12]) begin
          Regs_12 <= writeData;
        end
        if(_zz_1[13]) begin
          Regs_13 <= writeData;
        end
        if(_zz_1[14]) begin
          Regs_14 <= writeData;
        end
        if(_zz_1[15]) begin
          Regs_15 <= writeData;
        end
        if(_zz_1[16]) begin
          Regs_16 <= writeData;
        end
        if(_zz_1[17]) begin
          Regs_17 <= writeData;
        end
        if(_zz_1[18]) begin
          Regs_18 <= writeData;
        end
        if(_zz_1[19]) begin
          Regs_19 <= writeData;
        end
        if(_zz_1[20]) begin
          Regs_20 <= writeData;
        end
        if(_zz_1[21]) begin
          Regs_21 <= writeData;
        end
        if(_zz_1[22]) begin
          Regs_22 <= writeData;
        end
        if(_zz_1[23]) begin
          Regs_23 <= writeData;
        end
        if(_zz_1[24]) begin
          Regs_24 <= writeData;
        end
        if(_zz_1[25]) begin
          Regs_25 <= writeData;
        end
        if(_zz_1[26]) begin
          Regs_26 <= writeData;
        end
        if(_zz_1[27]) begin
          Regs_27 <= writeData;
        end
        if(_zz_1[28]) begin
          Regs_28 <= writeData;
        end
        if(_zz_1[29]) begin
          Regs_29 <= writeData;
        end
        if(_zz_1[30]) begin
          Regs_30 <= writeData;
        end
        if(_zz_1[31]) begin
          Regs_31 <= writeData;
        end
      end
    end
  end
endmodule
```

==> notes.md <==
flow finished, numbers: Internal Power 0.0111 W, vias in the first global route 95000, final setup margin 3.69 ns, Chip Area, Yosys 106000 um2, number of synthesized flops with an enable pin 0, worst hold path class reg -> reg, clock buffer depth 3, total core area 210000 um2, via count 98300, drt drc 0, # fillers 17500, Die X 463 um, std cell rows 168, crit path max-delay cell type buf_4, Syn Std Cell Area 106000 um2, asr flop ratio synth 1.00, fin crit share 0.756, placed cell areas 111000 um2, sequential share of power 0.480, Logic pwr share 0.152, setup TNS 0 ns, critical path class in -> out, Yosys cell types 65, Clock Sinks 2048, Critical Path Max Stage Delay 0.78 ns, fin area 119000 um2, WL final 551000 um, CTS tree done, initial drt markers 13100, total of max-cap violations 0, Sw Share 0.293, critical path's top delay family buffers and inverters, hold buffer count at cts 0, setup repair after global routing missed its margin false, H-tree depth 4, via/cell ratio 7.86, Final ANT Viol Nets 0, Syn Inst Count 9704, postcts setup bufs 0, CP startpoint kind input pin, status finished, final reports clean, YS warnings 1, GPL Wtd Cong 1.01, I/O Pins 210, ratio of cells with drive above 1 in the final layout 0.310, Slew HR 0.243, initial antenna violation count 69, pin slew with the least headroom to its limit 1.13 ns, CP required 12.08 ns, Reg clk slew, reported paths 0.06 ns, fin crit period 11.41 ns, Fmax 87.6 MHz, clk root buf clkbuf_16, Worst VDD drop 0.137 mV, Place WS 3.99 ns, number of I/O port buffers 209, cell with the most instances on the worst path buf_4, PostCTS Resize Cnt 0, total track usage 0.534, critical path capture point type output port, Psw 0.00459 W, warning total across the stage logs 98, Hold Fails Final Rpt 0, buffer-and-inverter tally for the worst setup path 5, register area share after synthesis 0.482, leakage dissipation 52.1 nW, Late-Pin Clk Latency 0.88 ns, ys flops 2048, max-slew violations 0, ys cells 9704, critical path cell sequence clkdlybuf4s50_1 > buf_4 > nor2b_4 > buf_4 > and2_4 > buf_4 > a2111oi_0 > nor4b_1 > a31oi_1 > clkdlybuf4s50_1, commonest register cell after synthesis dfrtp_1, clock share of power 0.369, pwr dens 131 nW/um2, Die Area 214000 um2, HPWL after DPL 308000 um, final tally of setup violations 0, largest net degree at the start of global routing 129, global-route wire length before repair 763000 um, Area Growth Syn to Fin 12.0%, FP Core Util 0.505, first drt pass iteration count 9, Arr. time, crit path 8.39 ns, Overflow after GRT 0, Die H 463 um, Crit Path Max Fanout 53, CTS Buf Count 222, drt wl/cell 44.1 um, Avg Inst Size Synth 11.0 um2, worst clock skew 0 ns
==> worst paths after layout <==
check | from | depth (start not counted) | slack (ns) | end
worst max-delay path | readReg1[0] | 10 | 3.69 | readData1[29]
worst min-delay path | Regs_3[10] | 1 | 0.52 | Regs_3[10]
worst max register to register | Regs_18[18] | 1 | 14.05 | Regs_18[18]
worst min register to register | Regs_3[10] | 1 | 0.52 | Regs_3[10]
max in group asynchronous | reset | 7 | 9.06 | Regs_5[10]
min in group asynchronous | reset | 3 | 2.67 | Regs_26[46]
==> power by group through the flow <==
stage | logic (W) | registers, W | clock network [W]
CTS | 0.00231 | 0.00745 | 0.00578
global route | 0.00248 | 0.00762 | 0.00599
finish | 0.00238 | 0.00751 | 0.00577
==> synth_stat cells, types with 6 or more instances <==
| library cell | number | area (um2) |
|---|---|---|
| nand3_1 | 2087 | 10400 |
| a222oi_1 | 18 | 180 |
| a22oi_1 | 655 | 4920 |
| nor3b_1 | 12 | 90.1 |
| nor3_1 | 14 | 70.1 |
| a2111oi_0 | 130 | 1140 |
| o32a_1 | 112 | 1120 |
| a22o_1 | 21 | 184 |
| nor4_1 | 16 | 100 |
| a31oi_1 | 18 | 113 |
| nor4b_1 | 15 | 131 |
| buf_2 | 257 | 1290 |
| a32o_1 | 16 | 160 |
| mux2_2 | 2050 | 23100 |
| nor2_1 | 62 | 233 |
| nand4_1 | 595 | 3720 |
| nand2b_1 | 10 | 62.6 |
| nand3b_1 | 6 | 45.0 |
| a21oi_1 | 21 | 105 |
| and4_1 | 9 | 78.8 |
| nor2b_1 | 9 | 56.3 |
| a221oi_1 | 18 | 158 |
| buf_6 | 8 | 90.1 |
| clkbuf_1 | 791 | 2970 |
| mux2_1 | 8 | 90.1 |
| dfrtp_1 | 2048 | 51200 |
| and3_1 | 359 | 2250 |
| o21ai_0 | 13 | 65.1 |
| nand2_1 | 27 | 101 |
| buf_1 | 68 | 255 |
| buf_4 | 9 | 67.6 |
| and2_0 | 7 | 43.8 |
| or4_1 | 106 | 796 |
| and3b_1 | 6 | 52.6 |
| and2_1 | 40 | 250 |
==> metal layers <==
| metal | share of wire | vias to the layer above | track usage |
|---|---|---|---|
| met4 | 0.084 | 80 | 0.347 |
| met1 | 0.34 | 49100 | 0.667 |
| li1 | - | 36700 | - |
| met3 | 0.18 | 2943 | 0.364 |
| met2 | 0.39 | 9411 | 0.671 |
| met5 | 0.0014 | - | 0.0212 |
==> logic make-up after synthesis <==
| family | Yosys count | share of synthesized area |
|---|---|---|
| simple gates | 3409 | 0.177 |
| mux | 2062 | 0.218 |
| flops | 2048 | 0.482 |
| buf+inv | 1136 | 0.0440 |
| compound gates | 1049 | 0.0787 |
==> metrics by stage <==
stage,util,instances,total power (W),hold slack (ns)
2_1_floorplan,-,9704,0.00878,0.472
5_1_grt,0.565,12400,0.0161,0.533
6_report,0.566,12500,0.0157,0.515
3_5_place_dp,0.528,12000,0.00983,0.505
4_1_cts,0.565,12400,0.0155,0.518
3_3_place_gp,0.528,12000,0.00978,0.501
==> cell type report <==
| cell class | instances | area (um2) | area share |
|---|---|---|---|
| repair buffers | 622 | 5430 | 0.0456 |
| diodes | 87 | 218 | 0.00183 |
| clock buffers | 317 | 6590 | 0.0553 |
| flip-flops and latches | 2048 | 51200 | 0.430 |
| multi-input cells | 6520 | 51000 | 0.428 |
| well taps | 2805 | 3510 | 0.0295 |
| inverters | 2 | 11.3 | 0.0000946 |
| clock inverters | 98 | 1070 | 0.00897 |
==> cells in the final DEF (no fill, tap or decap), types with 9 or more instances in the layout <==
| cell | n |
|---|---|
| nor4_1 | 16 |
| bufinv_16 | 18 |
| a2111oi_0 | 130 |
| buf_12 | 22 |
| buf_4 | 391 |
| nand3_1 | 2087 |
| a32o_1 | 16 |
| clkbuf_1 | 32 |
| a222oi_1 | 18 |
| nor3_1 | 13 |
| nand2_4 | 11 |
| nand2_1 | 16 |
| or4_1 | 106 |
| nor2_4 | 38 |
| and4_1 | 9 |
| mux2_2 | 2050 |
| clkbuf_8 | 59 |
| nand4_1 | 595 |
| and3_1 | 358 |
| diode_2 | 87 |
| nor2_1 | 25 |
| o21ai_0 | 12 |
| dfrtp_1 | 2048 |
| a22o_1 | 21 |
| o32a_1 | 112 |
| clkdlybuf4s50_1 | 202 |
| clkbuf_16 | 226 |
| a22oi_1 | 655 |
| and2_4 | 12 |
| a31oi_1 | 18 |
| a221oi_1 | 18 |
| clkinvlp_4 | 11 |
| clkinv_2 | 59 |
| nor4b_1 | 15 |
| and2_2 | 28 |
| a21oi_1 | 21 |
No activity file was given, so power comes from the tool's default toggle rates.
