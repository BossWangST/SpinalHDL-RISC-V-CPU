[/design/flow/design.v]
`timescale 1ns/1ps
module ALU (
  input      [3:0]    aluOp,
  input      [63:0]   data1,
  input      [63:0]   data2,
  output              Zero,
  output     [63:0]   aluResult,
  input               clk,
  input               reset
);
  wire       [63:0]   adder_1_data1;
  wire       [63:0]   adder_1_data2;
  wire       [63:0]   shifter_1_data;
  wire       [4:0]    shifter_1_shamt;
  wire                adder_1_carryOut;
  wire                adder_1_overflow;
  wire                adder_1_sign;
  wire                adder_1_zero;
  wire       [63:0]   adder_1_adderResult;
  wire       [63:0]   shifter_1_shiftResult;
  wire       [63:0]   _zz_sltResult;
  wire       [63:0]   _zz_sltResult_1;
  wire       [4:0]    _zz_shamt;
  reg        [7:0]    counter;
  reg        [1:0]    opCtr;
  reg                 signCtr;
  reg                 subCtr;
  reg                 overflowCtr;
  reg        [1:0]    shiftCtr;
  reg        [1:0]    logicCtr;
  wire       [63:0]   adderResult;
  wire                sltLess;
  wire                sltuLess;
  wire       [63:0]   sltResult;
  wire       [63:0]   shiftResult;
  wire       [63:0]   andResult;
  wire       [63:0]   orResult;
  wire       [63:0]   xorResult;
  reg        [63:0]   logicResult;
  reg        [63:0]   _zz_aluResult;
  assign _zz_sltResult = 64'h0000000000000001;
  assign _zz_sltResult_1 = 64'h0;
  assign _zz_shamt = data2[4 : 0];
  Adder adder_1 (
    .data1       (adder_1_data1[63:0]      ),  
    .data2       (adder_1_data2[63:0]      ),  
    .subCtr      (subCtr                   ),  
    .carryOut    (adder_1_carryOut         ),  
    .overflow    (adder_1_overflow         ),  
    .sign        (adder_1_sign             ),  
    .zero        (adder_1_zero             ),  
    .adderResult (adder_1_adderResult[63:0])   
  );
  Shifter shifter_1 (
    .data        (shifter_1_data[63:0]       ),  
    .shamt       (shifter_1_shamt[4:0]       ),  
    .shiftCtr    (shiftCtr[1:0]              ),  
    .shiftResult (shifter_1_shiftResult[63:0])   
  );
  always @(*) begin
    case(aluOp)
      4'b0000, 4'b1000 : begin
        opCtr = 2'b00;
      end
      4'b0001, 4'b0010 : begin
        opCtr = 2'b01;
      end
      4'b0110, 4'b0111, 4'b1001 : begin
        opCtr = 2'b10;
      end
      4'b0011, 4'b0100, 4'b0101 : begin
        opCtr = 2'b11;
      end
      default : begin
        opCtr = 2'b00;
      end
    endcase
  end
  always @(*) begin
    case(aluOp)
      4'b0010 : begin
        signCtr = 1'b0;
      end
      default : begin
        signCtr = 1'b1;
      end
    endcase
  end
  always @(*) begin
    case(aluOp)
      4'b0001 : begin
        subCtr = 1'b1;
      end
      4'b0010 : begin
        subCtr = 1'b1;
      end
      4'b1000 : begin
        subCtr = 1'b1;
      end
      default : begin
        subCtr = 1'b0;
      end
    endcase
  end
  always @(*) begin
    case(aluOp)
      4'b0010 : begin
        overflowCtr = 1'b0;
      end
      default : begin
        overflowCtr = 1'b1;
      end
    endcase
  end
  always @(*) begin
    case(aluOp)
      4'b0110 : begin
        shiftCtr = 2'b00;
      end
      4'b0111 : begin
        shiftCtr = 2'b10;
      end
      4'b1001 : begin
        shiftCtr = 2'b01;
      end
      default : begin
        shiftCtr = 2'b00;
      end
    endcase
  end
  always @(*) begin
    case(aluOp)
      4'b0011 : begin
        logicCtr = 2'b00;
      end
      4'b0100 : begin
        logicCtr = 2'b01;
      end
      4'b0101 : begin
        logicCtr = 2'b10;
      end
      default : begin
        logicCtr = 2'b00;
      end
    endcase
  end
  assign adder_1_data1 = data1;
  assign adder_1_data2 = (subCtr ? (~ data2) : data2);
  assign Zero = adder_1_zero;
  assign adderResult = adder_1_adderResult;
  assign sltLess = (adder_1_sign ^ adder_1_overflow);
  assign sltuLess = (! adder_1_carryOut);
  assign sltResult = ((signCtr ? sltLess : sltuLess) ? _zz_sltResult : _zz_sltResult_1);
  assign shifter_1_data = data1;
  assign shifter_1_shamt = _zz_shamt;
  assign shiftResult = shifter_1_shiftResult;
  assign andResult = (data1 & data2);
  assign orResult = (data1 | data2);
  assign xorResult = (data1 ^ data2);
  always @(*) begin
    case(logicCtr)
      2'b00 : begin
        logicResult = andResult;
      end
      2'b01 : begin
        logicResult = orResult;
      end
      2'b10 : begin
        logicResult = xorResult;
      end
      default : begin
        logicResult = 64'h0;
      end
    endcase
  end
  always @(*) begin
    case(opCtr)
      2'b00 : begin
        _zz_aluResult = adderResult;
      end
      2'b01 : begin
        _zz_aluResult = sltResult;
      end
      2'b10 : begin
        _zz_aluResult = shiftResult;
      end
      default : begin
        _zz_aluResult = logicResult;
      end
    endcase
  end
  assign aluResult = _zz_aluResult;
  always @(posedge clk or posedge reset) begin
    if(reset) begin
      counter <= 8'h0;
    end else begin
      counter <= (counter + 8'h01);
    end
  end
endmodule
module Shifter (
  input      [63:0]   data,
  input      [4:0]    shamt,
  input      [1:0]    shiftCtr,
  output     [63:0]   shiftResult
);
  wire                _zz_tempShift;
  wire       [0:0]    _zz_tempShift_1;
  wire       [54:0]   _zz_tempShift_2;
  wire                _zz_tempShift_3;
  wire       [0:0]    _zz_tempShift_4;
  wire       [43:0]   _zz_tempShift_5;
  wire                _zz_tempShift_6;
  wire       [0:0]    _zz_tempShift_7;
  wire       [32:0]   _zz_tempShift_8;
  wire                _zz_tempShift_9;
  wire       [0:0]    _zz_tempShift_10;
  wire       [21:0]   _zz_tempShift_11;
  wire                _zz_tempShift_12;
  wire       [0:0]    _zz_tempShift_13;
  wire       [10:0]   _zz_tempShift_14;
  wire                _zz_tempShift_15;
  wire                _zz_tempShift_16;
  wire                _zz_leftShiftResult;
  wire       [0:0]    _zz_leftShiftResult_1;
  wire       [52:0]   _zz_leftShiftResult_2;
  wire                _zz_leftShiftResult_3;
  wire       [0:0]    _zz_leftShiftResult_4;
  wire       [41:0]   _zz_leftShiftResult_5;
  wire                _zz_leftShiftResult_6;
  wire       [0:0]    _zz_leftShiftResult_7;
  wire       [30:0]   _zz_leftShiftResult_8;
  wire                _zz_leftShiftResult_9;
  wire       [0:0]    _zz_leftShiftResult_10;
  wire       [19:0]   _zz_leftShiftResult_11;
  wire                _zz_leftShiftResult_12;
  wire       [0:0]    _zz_leftShiftResult_13;
  wire       [8:0]    _zz_leftShiftResult_14;
  wire       [63:0]   _zz_sraMask;
  wire       [63:0]   tempShift;
  wire       [63:0]   leftShiftResult;
  wire       [63:0]   arithRightShiftResult;
  wire       [63:0]   sraMask;
  wire                _zz_arithRightShiftResult;
  reg        [63:0]   _zz_arithRightShiftResult_1;
  reg        [63:0]   _zz_shiftResult;
  assign _zz_sraMask = (64'hffffffffffffffff >>> shamt);
  assign _zz_tempShift = data[7];
  assign _zz_tempShift_1 = data[8];
  assign _zz_tempShift_2 = {data[9],{data[10],{data[11],{data[12],{data[13],{data[14],{data[15],{data[16],{data[17],{_zz_tempShift_3,{_zz_tempShift_4,_zz_tempShift_5}}}}}}}}}}};
  assign _zz_tempShift_3 = data[18];
  assign _zz_tempShift_4 = data[19];
  assign _zz_tempShift_5 = {data[20],{data[21],{data[22],{data[23],{data[24],{data[25],{data[26],{data[27],{data[28],{_zz_tempShift_6,{_zz_tempShift_7,_zz_tempShift_8}}}}}}}}}}};
  assign _zz_tempShift_6 = data[29];
  assign _zz_tempShift_7 = data[30];
  assign _zz_tempShift_8 = {data[31],{data[32],{data[33],{data[34],{data[35],{data[36],{data[37],{data[38],{data[39],{_zz_tempShift_9,{_zz_tempShift_10,_zz_tempShift_11}}}}}}}}}}};
  assign _zz_tempShift_9 = data[40];
  assign _zz_tempShift_10 = data[41];
  assign _zz_tempShift_11 = {data[42],{data[43],{data[44],{data[45],{data[46],{data[47],{data[48],{data[49],{data[50],{_zz_tempShift_12,{_zz_tempShift_13,_zz_tempShift_14}}}}}}}}}}};
  assign _zz_tempShift_12 = data[51];
  assign _zz_tempShift_13 = data[52];
  assign _zz_tempShift_14 = {data[53],{data[54],{data[55],{data[56],{data[57],{data[58],{data[59],{data[60],{data[61],{_zz_tempShift_15,_zz_tempShift_16}}}}}}}}}};
  assign _zz_tempShift_15 = data[62];
  assign _zz_tempShift_16 = data[63];
  assign _zz_leftShiftResult = tempShift[9];
  assign _zz_leftShiftResult_1 = tempShift[10];
  assign _zz_leftShiftResult_2 = {tempShift[11],{tempShift[12],{tempShift[13],{tempShift[14],{tempShift[15],{tempShift[16],{tempShift[17],{tempShift[18],{tempShift[19],{_zz_leftShiftResult_3,{_zz_leftShiftResult_4,_zz_leftShiftResult_5}}}}}}}}}}};
  assign _zz_leftShiftResult_3 = tempShift[20];
  assign _zz_leftShiftResult_4 = tempShift[21];
  assign _zz_leftShiftResult_5 = {tempShift[22],{tempShift[23],{tempShift[24],{tempShift[25],{tempShift[26],{tempShift[27],{tempShift[28],{tempShift[29],{tempShift[30],{_zz_leftShiftResult_6,{_zz_leftShiftResult_7,_zz_leftShiftResult_8}}}}}}}}}}};
  assign _zz_leftShiftResult_6 = tempShift[31];
  assign _zz_leftShiftResult_7 = tempShift[32];
  assign _zz_leftShiftResult_8 = {tempShift[33],{tempShift[34],{tempShift[35],{tempShift[36],{tempShift[37],{tempShift[38],{tempShift[39],{tempShift[40],{tempShift[41],{_zz_leftShiftResult_9,{_zz_leftShiftResult_10,_zz_leftShiftResult_11}}}}}}}}}}};
  assign _zz_leftShiftResult_9 = tempShift[42];
  assign _zz_leftShiftResult_10 = tempShift[43];
  assign _zz_leftShiftResult_11 = {tempShift[44],{tempShift[45],{tempShift[46],{tempShift[47],{tempShift[48],{tempShift[49],{tempShift[50],{tempShift[51],{tempShift[52],{_zz_leftShiftResult_12,{_zz_leftShiftResult_13,_zz_leftShiftResult_14}}}}}}}}}}};
  assign _zz_leftShiftResult_12 = tempShift[53];
  assign _zz_leftShiftResult_13 = tempShift[54];
  assign _zz_leftShiftResult_14 = {tempShift[55],{tempShift[56],{tempShift[57],{tempShift[58],{tempShift[59],{tempShift[60],{tempShift[61],{tempShift[62],tempShift[63]}}}}}}}};
  assign tempShift = (((shiftCtr == 2'b00) ? {data[0],{data[1],{data[2],{data[3],{data[4],{data[5],{data[6],{_zz_tempShift,{_zz_tempShift_1,_zz_tempShift_2}}}}}}}}} : data) >>> shamt);
  assign leftShiftResult = {tempShift[0],{tempShift[1],{tempShift[2],{tempShift[3],{tempShift[4],{tempShift[5],{tempShift[6],{tempShift[7],{tempShift[8],{_zz_leftShiftResult,{_zz_leftShiftResult_1,_zz_leftShiftResult_2}}}}}}}}}}};
  assign sraMask = (~ _zz_sraMask);
  assign _zz_arithRightShiftResult = data[63];
  always @(*) begin
    _zz_arithRightShiftResult_1[63] = _zz_arithRightShiftResult;
    _zz_arithRightShiftResult_1[62] = _zz_arithRightShiftResult;
    _zz_arithRightShiftResult_1[61] = _zz_arithRightShiftResult;
    _zz_arithRightShiftResult_1[60] = _zz_arithRightShiftResult;
    _zz_arithRightShiftResult_1[59] = _zz_arithRightShiftResult;
    _zz_arithRightShiftResult_1[58] = _zz_arithRightShiftResult;
    _zz_arithRightShiftResult_1[57] = _zz_arithRightShiftResult;
    _zz_arithRightShiftResult_1[56] = _zz_arithRightShiftResult;
    _zz_arithRightShiftResult_1[55] = _zz_arithRightShiftResult;
    _zz_arithRightShiftResult_1[54] = _zz_arithRightShiftResult;
    _zz_arithRightShiftResult_1[53] = _zz_arithRightShiftResult;
    _zz_arithRightShiftResult_1[52] = _zz_arithRightShiftResult;
    _zz_arithRightShiftResult_1[51] = _zz_arithRightShiftResult;
    _zz_arithRightShiftResult_1[50] = _zz_arithRightShiftResult;
    _zz_arithRightShiftResult_1[49] = _zz_arithRightShiftResult;
    _zz_arithRightShiftResult_1[48] = _zz_arithRightShiftResult;
    _zz_arithRightShiftResult_1[47] = _zz_arithRightShiftResult;
    _zz_arithRightShiftResult_1[46] = _zz_arithRightShiftResult;
    _zz_arithRightShiftResult_1[45] = _zz_arithRightShiftResult;
    _zz_arithRightShiftResult_1[44] = _zz_arithRightShiftResult;
    _zz_arithRightShiftResult_1[43] = _zz_arithRightShiftResult;
    _zz_arithRightShiftResult_1[42] = _zz_arithRightShiftResult;
    _zz_arithRightShiftResult_1[41] = _zz_arithRightShiftResult;
    _zz_arithRightShiftResult_1[40] = _zz_arithRightShiftResult;
    _zz_arithRightShiftResult_1[39] = _zz_arithRightShiftResult;
    _zz_arithRightShiftResult_1[38] = _zz_arithRightShiftResult;
    _zz_arithRightShiftResult_1[37] = _zz_arithRightShiftResult;
    _zz_arithRightShiftResult_1[36] = _zz_arithRightShiftResult;
    _zz_arithRightShiftResult_1[35] = _zz_arithRightShiftResult;
    _zz_arithRightShiftResult_1[34] = _zz_arithRightShiftResult;
    _zz_arithRightShiftResult_1[33] = _zz_arithRightShiftResult;
    _zz_arithRightShiftResult_1[32] = _zz_arithRightShiftResult;
    _zz_arithRightShiftResult_1[31] = _zz_arithRightShiftResult;
    _zz_arithRightShiftResult_1[30] = _zz_arithRightShiftResult;
    _zz_arithRightShiftResult_1[29] = _zz_arithRightShiftResult;
    _zz_arithRightShiftResult_1[28] = _zz_arithRightShiftResult;
    _zz_arithRightShiftResult_1[27] = _zz_arithRightShiftResult;
    _zz_arithRightShiftResult_1[26] = _zz_arithRightShiftResult;
    _zz_arithRightShiftResult_1[25] = _zz_arithRightShiftResult;
    _zz_arithRightShiftResult_1[24] = _zz_arithRightShiftResult;
    _zz_arithRightShiftResult_1[23] = _zz_arithRightShiftResult;
    _zz_arithRightShiftResult_1[22] = _zz_arithRightShiftResult;
    _zz_arithRightShiftResult_1[21] = _zz_arithRightShiftResult;
    _zz_arithRightShiftResult_1[20] = _zz_arithRightShiftResult;
    _zz_arithRightShiftResult_1[19] = _zz_arithRightShiftResult;
    _zz_arithRightShiftResult_1[18] = _zz_arithRightShiftResult;
    _zz_arithRightShiftResult_1[17] = _zz_arithRightShiftResult;
    _zz_arithRightShiftResult_1[16] = _zz_arithRightShiftResult;
    _zz_arithRightShiftResult_1[15] = _zz_arithRightShiftResult;
    _zz_arithRightShiftResult_1[14] = _zz_arithRightShiftResult;
    _zz_arithRightShiftResult_1[13] = _zz_arithRightShiftResult;
    _zz_arithRightShiftResult_1[12] = _zz_arithRightShiftResult;
    _zz_arithRightShiftResult_1[11] = _zz_arithRightShiftResult;
    _zz_arithRightShiftResult_1[10] = _zz_arithRightShiftResult;
    _zz_arithRightShiftResult_1[9] = _zz_arithRightShiftResult;
    _zz_arithRightShiftResult_1[8] = _zz_arithRightShiftResult;
    _zz_arithRightShiftResult_1[7] = _zz_arithRightShiftResult;
    _zz_arithRightShiftResult_1[6] = _zz_arithRightShiftResult;
    _zz_arithRightShiftResult_1[5] = _zz_arithRightShiftResult;
    _zz_arithRightShiftResult_1[4] = _zz_arithRightShiftResult;
    _zz_arithRightShiftResult_1[3] = _zz_arithRightShiftResult;
    _zz_arithRightShiftResult_1[2] = _zz_arithRightShiftResult;
    _zz_arithRightShiftResult_1[1] = _zz_arithRightShiftResult;
    _zz_arithRightShiftResult_1[0] = _zz_arithRightShiftResult;
  end
  assign arithRightShiftResult = (tempShift | (sraMask & _zz_arithRightShiftResult_1));
  always @(*) begin
    case(shiftCtr)
      2'b00 : begin
        _zz_shiftResult = leftShiftResult;
      end
      2'b01 : begin
        _zz_shiftResult = arithRightShiftResult;
      end
      2'b10 : begin
        _zz_shiftResult = tempShift;
      end
      default : begin
        _zz_shiftResult = 64'h0;
      end
    endcase
  end
  assign shiftResult = _zz_shiftResult;
endmodule
module Adder (
  input      [63:0]   data1,
  input      [63:0]   data2,
  input               subCtr,
  output              carryOut,
  output              overflow,
  output              sign,
  output reg          zero,
  output     [63:0]   adderResult
);
  wire       [64:0]   _zz_tempResult;
  reg        [64:0]   tempResult;
  wire                when_Adder_l28;
  assign _zz_tempResult = ({1'b0,data1} + {1'b0,data2});
  always @(*) begin
    if(subCtr) begin
      tempResult = (_zz_tempResult + 65'h00000000000000001);
    end else begin
      tempResult = ({1'b0,data1} + {1'b0,data2});
    end
  end
  assign when_Adder_l28 = (tempResult == 65'h0);
  always @(*) begin
    if(when_Adder_l28) begin
      zero = 1'b1;
    end else begin
      zero = 1'b0;
    end
  end
  assign overflow = (((data1[63] && data2[63]) && (! tempResult[63])) || (((! data1[63]) && (! data2[63])) && tempResult[63]));
  assign sign = tempResult[63];
  assign carryOut = tempResult[64];
  assign adderResult = tempResult[63 : 0];
endmodule
[/design/flow/run.sh]
#!/bin/bash
# OpenROAD 26Q1-2900-gdf79404cd8, Yosys 0.63+post, stock flow scripts
make -C /OpenROAD-flow-scripts/flow DESIGN_CONFIG=/design/flow/config.mk WORK_HOME=/design/flow/orfs finish
[/design/flow/config.mk]
export PLATFORM = sky130hd
export DESIGN_NAME = ALU
export DESIGN_NICKNAME = ALU
export VERILOG_FILES = /design/flow/design.v
export SDC_FILE = /design/flow/constraint.sdc
export NUM_CORES = 4
export LEC_CHECK = 1
export CORE_UTILIZATION = 50
[/design/flow/constraint.sdc]
current_design ALU

set clk_period 42.5
set clk_io_pct 0.2

create_clock -name clk0 -period $clk_period

set non_clock_inputs [all_inputs -no_clocks]
set_input_delay [expr $clk_period * $clk_io_pct] -clock clk0 $non_clock_inputs
set_output_delay [expr $clk_period * $clk_io_pct] -clock clk0 [all_outputs]
==> impl_metrics.yaml <==
# implementation run metrics
final_timing:
  fin_setup_tns_ns: 0
  hold_viol_final: 0
  setup_viol: 0
  finalClockPeriodUsage_pct: 62.32
  min_period_ns: 26.49
  worst_slew_pin_slew_ns: 1.099
  slew_headroom_pct: 25.94
  fmax_ghz: 0.03775
  postLayoutSetupSlackWorst_ns: 16.01
  drv_slew: 0
  rsz0062_at_grt: "false"
grt:
  antenna_found_initial: 1
  grt_usage_pct: 44.85
  overflow: 0
  gr-usage-met3_pct: 11.89
  grt_pass1_vias: 17100
  met1_usage_pct: 63.72
  use_met2_pct: 63.68
  busiest_layer: "met1"
  grt_pass1_wl_mm: 110.7
  grt_start_max_net_pins: 76
layout:
  flops: 0
  drive_gt1_share_pct: 4.562
  fin_util_pct: 57.52
  fill_cells: 3065
  final-seq-area_um2: 0
  clockBufferCount: 0
  area_growth_pct: 12.76
route:
  drtIter0Drc: 2404
  via_count: 19690
  drt_wl_total_mm: 77.37
  ant_nets: 0
  drc: 0
  drt_first_pass_iters: 6
  wl_per_cell_um: 25.90
  viasPerCell: 6.592
logic_synthesis:
  ys_seq_share_pct: 0
  netlist_logic_family_top: "AND-OR/OR-AND gates"
  adder_share_pct: 14.67
  ys_warn_count: 3
  synth.area.mux_share_pct: 18.48
  synth-area-yosys_um2: 16680
  compound_area_share_pct: 27.03
  synthCells: 2477
  synth_xor_xnor_area_share_pct: 9.263
  avgSynthCellArea_um2: 6.734
  netlist_area_um2: 16680
  ys_sh_simple_pct: 23.09
  synth_cell_types: 106
  ys_cells: 2477
floorplan:
  coreArea_um2: 32700
  dieHeight_um: 184.7
  pin_count: 199
  fp-utilization_pct: 51.01
  fp-row-count: 66
  dieArea_um2: 34100
  die_x_um: 184.7
worst_setup_path:
  crit_required_ns: 34.00
  crit_cells: 23
  cp_cell_sequence: "buf_4, buf_4, xor2_1, o211ai_1, buf_4, buf_4, xnor2_1, ha_1, nand4_1, or3_1, nor3_1, nand3_1, o211ai_1, xnor2_1, and3b_1, nand4_1, nor4_1, nand3_1, nor3_1, xor2_1, nand4_1, nor4b_2, clkdlybuf4s50_1"
  end_kind: "output pin"
  cp-endpoint: "Zero"
  crit_top_cell: "buf_4"
  worstPathArrival_ns: 17.99
  cp_slowest_stage_delay_ns: 0.76
  critPathSlowestCell: "nor3_1"
  path_buffers: 5
  critPathTopFamily: "simple AND/OR/NAND/NOR gates"
  worstSetupPathType: "input port to output pin"
  setup.worst_path.start_class: "input port"
  worstPathMaxFanout: 70
  crit_start: "aluOp[0]"
place:
  port_buffers: 197
  dp_hpwl_mm: 63.93
  place_ws_ns: 16.30
  gp_congestion: 1.141
power_and_ir_drop:
  total_power_uw: 442.7
  vdd_drop_max_mv: 0.01220
  intPower_uw: 166.3
  p_sw_uw: 276.5
  switching_share_pct: 62.45
  p_per_area_nw_per_um2: 23.54
  power.leakage_uw: 0.007965
run:
  drv_cap: 0
  warnings: 100
clock_network:
  postCtsSetupRepairBufs: 0
  post_cts_resized: 0
  holdBufCountCts: 0
worst_hold_path:
  hold_depth: 6
  hold_class: "input port to output pin"
outcome:
  status: "complete, no violations"
==> worst min-delay path by stage <==
stage | to | startpoint | slack, ns
6_report | aluResult[1] | aluOp[0] | 18.08
4_1_cts | aluResult[1] | aluOp[0] | 18.09
5_1_grt | aluResult[1] | aluOp[0] | 18.17
==> layout make-up <==
class,instances,area (µm²),share of cell area (%)
Inverter,151,566.8,3.013
Timing Repair Buffer,228,2197,11.68
Multi-Input combinational cell,2164,15490,82.34
Tap cell,442,553.0,2.940
Antenna cell,2,5.005,0.02661
==> synth_stat cells (all sizes together) (17+ instances only) <==
master | n | area share (%)
mux2i | 299 | 18
a21oi | 254 | 7.7
nor2 | 242 | 5.5
nand2 | 240 | 5.5
ha | 194 | 15
inv | 151 | 3.4
o21ai | 139 | 4.3
xnor2 | 136 | 7.3
clkbuf | 101 | 2.3
buf | 61 | 1.8
nor3 | 59 | 1.9
a211oi | 51 | 2.4
nand3 | 46 | 1.4
nand4 | 45 | 1.9
o221ai | 43 | 2.3
o211ai | 42 | 2.0
xor2 | 37 | 2.0
nor4 | 25 | 1.2
a21o | 21 | 0.95
a31oi | 21 | 0.79
and3 | 21 | 0.80
o22ai | 20 | 0.75
or3 | 19 | 0.71
and2 | 17 | 0.64
==> placed cells by master, fill, tap and decap left out, types with 22 or more instances in the layout <==
master,netlist,final
nand2_1,236,236
nor2_1,241,239
nand3_1,46,46
o211ai_1,40,40
nor4_1,22,22
buf_4,8,32
mux2i_1,299,299
xor2_1,36,36
a21oi_1,249,247
xnor2_1,133,133
ha_1,194,194
o221ai_1,43,43
clkdlybuf4s50_1,0,195
nor3_1,55,55
a211oi_1,48,48
o21ai_0,116,116
nand4_1,42,42
inv_1,146,146
==> metrics by stage <==
step | instance area, µm² | std cells | hold slack [ns]
3_3_place_gp | 18800 | 2985 | 18.07
5_1_grt | 18800 | 2985 | 18.17
3_5_place_dp | 18800 | 2985 | 18.08
2_1_floorplan | 16680 | 2477 | 17.20
6_report | 18810 | 2987 | 18.08
4_1_cts | 18800 | 2985 | 18.09
==> worst min-delay path, delay by kind of cell <==
family / cells / cell delay [ns]
AND-OR/OR-AND: 3 / 0.21
AND/OR/NAND/NOR: 1 / 0.14
buffers and inverters: 2 / 0.72
==> routing by layer <==
| metal | vias up | wire length, µm |
|---|---|---|
| met2 | 1220 | 30940 |
| met5 | - | 0 |
| li1 | 9220 | - |
| met1 | 9080 | 32790 |
| met3 | 170 | 9732 |
| met4 | 0 | 3907 |
==> power groups by stage <==
stage	Sequential (µW)	Clock, µW	Combinational [µW]
CTS	0	0	427
global route	0	0	469
==> cells by family after synthesis <==
family | Yosys count
simple gates | 790
xor+xnor | 173
buf+inv | 313
fa+ha+maj | 195
compound gates | 702
mux | 304
Power and IR drop assume default switching activity.
